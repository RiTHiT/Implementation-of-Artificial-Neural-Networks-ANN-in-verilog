### flow/run.sh
#!/bin/bash
# OpenROAD 26Q1-2900-gdf79404cd8, Yosys 0.63+post, stock flow scripts
make -C /OpenROAD-flow-scripts/flow DESIGN_CONFIG=/design/flow/config.mk WORK_HOME=/design/flow/orfs finish
### flow/config.mk
export PLATFORM = sky130hd
export DESIGN_NAME = human_brain
export DESIGN_NICKNAME = human_brain
export VERILOG_FILES = /design/flow/design.v
export SDC_FILE = /design/flow/constraint.sdc
export NUM_CORES = 4
export LEC_CHECK = 1
export CORE_AREA = 10 10 88 88
export DIE_AREA = 0 0 98 98
### flow/constraint.sdc
current_design human_brain

set clk_period 10.9
set clk_io_pct 0.2

create_clock -name clk0 -period $clk_period [get_ports {clk}]

set non_clock_inputs [all_inputs -no_clocks]
set_input_delay [expr $clk_period * $clk_io_pct] -clock clk0 $non_clock_inputs
set_output_delay [expr $clk_period * $clk_io_pct] -clock clk0 [all_outputs]
### flow/design.v
`timescale 1ns / 1ps
module counter(in , out ,clock,res
    );
	 input [3:0]in;
	 output [3:0]out;
	 input res,clock;
	 wire [3:0]w1;
	 counter_4 count1(w1,res,clock);
	 compare com1(in,w1,out);
endmodule
`timescale 1ns / 1ps
module D_latch(inp,outp,clo ,res
    );
	 input [3:0]inp;
	 input clo,res;
	 output reg [3:0]outp;
	 always @(posedge clo,posedge res)
	 begin
	 if (res==1)
	 begin
	 outp<=0;
	 end
	 else
	 outp <= inp;
	 end
endmodule
`timescale 1ns / 1ps
module comparator(i,o,t);
input [3:0]i,t;
output reg [3:0]o;
always @(*)
begin
if (i >t)
begin
 o <= 4'b1111; 
 end
 else 
 begin  o <= 4'b0000; end
end 
endmodule
`timescale 1ns / 1ps
module compare(inp,test,outp
    );
	 input[3:0]inp,test;
	 output reg [3:0]outp;
	 always @(test)
	 begin
	 if(test<=inp)
	 begin outp<=test; end
	 else
	 begin outp<=4'b0000; end
	 end
endmodule
`timescale 1ns / 1ps
module counter_4(c_out,res,clk
    );
output reg [3:0]c_out=4'b0000;
input wire res,clk;
always @(posedge clk ,posedge res)
begin
if (res==1'b1)
begin c_out<=4'b0000; end
else
begin
c_out <= c_out+4'b0001;
end
end
endmodule
`timescale 1ns / 1ps
module human_brain(in1,in2,clk,w1,w2,out,res,t);
input [3:0]in1,in2,w1,w2,t;
output [3:0]out;
input clk,res;
wire [3:0]rout;
input_neuron inps( in1 ,in2 , w1 , w2 ,rout ,res,t,clk);
middle_neuron mids(rout,out,w1,w2,t);
endmodule
`timescale 1ns / 1ps
module middle_neuron(in,out,w1,w2,test);
input [3:0]in,test,w1,w2;
output [3:0]out;
wire [3:0]a,b,c,d;
assign a= in & w1;
assign b= in & w2;
summer su2(a,b,c);
comparator comp3(c,d,test);
assign out= d & c;
endmodule
`timescale 1ns / 1ps
module input_neuron( in1 ,in2 , w1 , w2 ,outf ,reset,T,clk);
input [3:0]in1 , in2 , w1 , w2,T ;
input reset ,clk;
output   [3:0]outf;
wire [3:0]a1,a2,a3,b1,b2,b3;
wire [3:0]sum;
wire [3:0]outs;
counter c1(in1,a1,clk,reset);
counter c2(in2,b1,clk,reset);
D_latch d1(a1,a2,clk ,reset);
D_latch d2(b1,b2,clk ,reset);
 assign a3 = a2 & w1;
 assign b3 = b2 & w2;
summer su1(b3,a3,sum);
comparator comp1(sum,outs,T);  
assign outf = outs & sum;
endmodule
`timescale 1ns / 1ps
module summer(p1,p2,o);
	 input [3:0]p1,p2;
	 output [3:0]o;
	 assign o = p1+p2;
endmodule
==> impl_metrics.sql <==
-- load yosys + openroad results
INSERT INTO impl_metrics (metric_group, metric, value, unit) VALUES
('setup_path', 'crit_arrival', '6.99', 'ns'),
('grt', 'first_global_vias', '912', ''),
('clocking', 'cts.path.max_buffers', '2', ''),
('route', 'diodes', '0', ''),
('job', 'max-cap-violations', '0', ''),
('finish', 'layout_top_cells_excl_fill_tap', 'sky130_fd_sc_hd__clkdlybuf4s50_1, sky130_fd_sc_hd__ha_1, sky130_fd_sc_hd__inv_1, sky130_fd_sc_hd__dfrtp_1, sky130_fd_sc_hd__and2_1', ''),
('floorplan', 'die_width', '98', 'µm'),
('outcome', 'outcome', 'complete, no violations', ''),
('finish', 'finalInstanceArea', '0.00166', 'mm²'),
('synth', 'synthAdderAreaFrac', '27.1', '%'),
('floorplan', 'core_region_area', '0.00592', 'mm²'),
('route', 'postRouteWirelength', '2270', 'µm'),
('power_and_ir_drop', 'vdd.ir_drop.worst', '0.0585', 'mV'),
('route', 'remaining_drc_errors', '0', ''),
('sta', 'layout_setup_ws', '1.73', 'ns'),
('route', 'wl_per_cell', '9.80', 'µm'),
('sta', 'slew-limit-headroom', '60.2', '%'),
('finish', 'drive_above_1_share', '5.10', '%'),
('setup_path', 'timing.critical_path.to_type', 'output port', ''),
('grt', 'grt_max_degree', '17', ''),
('clocking', 'setup_fix_buffers_added_after_clock_tree_synthesis', '0', ''),
('grt', 'number_of_antenna_violations_at_the_first_check_in_global_routing', '0', ''),
('clocking', 'post_cts_resize_count', '0', ''),
('grt', 'grt_usage', '4.74', '%'),
('job', 'log.warning_count', '25', ''),
('synth', 'yosysChipArea', '0.00126', 'mm²'),
('placed_design', 'post-dp-hpwl', '2000', 'µm'),
('synth', 'synth_stat.cells', '128', ''),
('finish', 'areaGrowthSynthToFinish', '31.7', '%'),
('synth', 'synth.cellmix.compoundShare', '8.36', '%'),
('floorplan', 'die_height', '98', 'µm'),
('sta', 'setup-violations-final', '0', ''),
('sta', 'fin_setup_tns', '0', 'ns'),
('synth', 'synth-seq-cells', '16', ''),
('route', 'drt-pass1-iter-count', '3', ''),
('placed_design', 'dpl-instance-area', '0.00160', 'mm²'),
('synth', 'netlist_instances', '128', ''),
('placed_design', 'port_buffers', '25', ''),
('clocking', 'cts.clk_slew.worst_paths', '0.06', 'ns'),
('sta', 'worst-slew-pin-transition', '0.596', 'ns'),
('floorplan', 'floorplan.core_util', '21.2', '%'),
('route', 'dr.first_iter.drc_count', '1', ''),
('synth', 'xor_xnor_share_of_the_synthesized_area', '7.56', '%'),
('sta', 'worst_clock_skew', '0.00290', 'ns'),
('sta', 'grt_setup_unrepaired', 'no', ''),
('clocking', 'ctsHoldBuffers', '0', ''),
('min_path', 'hold_path.class', 'reg -> reg', ''),
('route', 'drt-vias-per-instance', '3.71', ''),
('synth', 'synth.lib_cells_used.distinct', '24', ''),
('synth', 'postSynthSeqShare', '31.8', '%'),
('floorplan', 'die_area', '0.00960', 'mm²'),
('setup_path', 'worst_ep_required_time', '8.72', 'ns'),
('clocking', 'clock_tree_from_tritoncts', 'built', ''),
('synth', 'top_logic_family', 'adder cells', ''),
('synth', 'mux_share', '1.19', '%'),
('floorplan', 'io-pin-count', '26', ''),
('setup_path', 'crit_path_max_fanout', '7', ''),
('finish', 'num-fill-cells', '615', ''),
('route', 'route.antenna.remaining_nets', '0', ''),
('sta', 'fin_crit_sh', '84.1', '%'),
('synth', 'syn_area_per_cell', '9.82', 'µm²'),
('sta', 'fmaxAchievable', '109', 'MHz'),
('sta', 'period_needed', '9.17', 'ns'),
('clocking', 'cts_root_buffer', 'sky130_fd_sc_hd__clkbuf_8', ''),
('power_and_ir_drop', 'leakage', '0.000868', 'µW'),
('clocking', 'clock-sinks', '16', ''),
('sta', 'final_max_slew_viol_count', '0', ''),
('clocking', 'h_tree_levels', '1', ''),
('placed_design', 'globalplace.congestion', '0.798', ''),
('route', 'via_count', '861', ''),
('power_and_ir_drop', 'power.density', '90.4', 'mW/mm²'),
('synth', 'yosys_warnings', '4', ''),
('floorplan', 'num_rows', '28', ''),
('grt', 'grt_overflow_total', '0', ''),
('sta', 'hold_viol', '0', ''),
('synth', 'ys_sh_simple', '18.0', '%'),
('finish', 'final_layout_top_logic_cell', 'sky130_fd_sc_hd__clkdlybuf4s50_1', ''),
('grt', 'grt_pass1_wl', '3980', 'µm'),
('placed_design', 'place_worst_setup_slack', '1.68', 'ns'),
('setup_path', 'setup.worst_path.start_class', 'input port', ''),
('setup_path', 'setup.worst_path.class', 'in -> out', ''),
('synth', 'syn-cell-area', '0.00126', 'mm²'),
('clocking', 'number_of_buffers_inserted_during_clock_tree_synthesis', '3', ''),
('clocking', 'worstSkewPairLatency', '0.24', 'ns');
==> path summary, 6_finish.rpt <==
path	start	endpoint	slack, ns	depth (start not counted)
hold reg to reg	inps.c1.count1.c_out[0]	inps.c1.count1.c_out[0]	0.50	1
min in group asynchronous	res	inps.c1.count1.c_out[1]	2.30	2
setup reg to reg	inps.c1.count1.c_out[1]	inps.d1.outp[3]	9.32	6
hold / removal	inps.c1.count1.c_out[0]	inps.c1.count1.c_out[0]	0.50	1
setup / recovery	w2[0]	out[3]	1.73	21
max in group asynchronous	res	inps.d2.outp[2]	8.21	2
==> critical path, cell delays in order <==
cell and delay (ns):
sky130_fd_sc_hd__clkdlybuf4s50_1 0.42, sky130_fd_sc_hd__and2_1 0.16, sky130_fd_sc_hd__ha_1 0.22, sky130_fd_sc_hd__fa_1 0.38, sky130_fd_sc_hd__xor2_1 0.24, sky130_fd_sc_hd__ha_1 0.29
sky130_fd_sc_hd__a21oi_1 0.14, sky130_fd_sc_hd__nor2b_1 0.06, sky130_fd_sc_hd__o32a_1 0.36, sky130_fd_sc_hd__and3_1 0.23, sky130_fd_sc_hd__ha_1 0.28, sky130_fd_sc_hd__a21o_1 0.17
sky130_fd_sc_hd__a21oi_1 0.24, sky130_fd_sc_hd__xor2_1 0.18, sky130_fd_sc_hd__ha_1 0.25, sky130_fd_sc_hd__nand2_1 0.08, sky130_fd_sc_hd__o21bai_1 0.11, sky130_fd_sc_hd__o2bb2ai_1 0.22
sky130_fd_sc_hd__nor2_1 0.10, sky130_fd_sc_hd__mux2_4 0.27, sky130_fd_sc_hd__clkdlybuf4s50_1 0.41
==> where the power goes <==
part / total [µW] / internal, µW / switching [µW]
Clock: 50.0 / 31.9 / 18.0
Sequential: 61.9 / 61.4 / 0.460
Combinational: 37.9 / 20.0 / 17.9
==> flip-flops by register name (all words and copies together), names as in the netlist <==
| name | flops |
|---|---|
| inps.c1.count1.c_out | 4 |
| inps.c2.count1.c_out | 4 |
| inps.d1.outp | 4 |
| inps.d2.outp | 4 |
==> routing by layer <==
layer / vias up / GRT usage, % / part of all wire, %
li1: 482 / - / -
met1: 360 / 5.96 / 48
met2: 17 / 7.97 / 44
met3: 2 / 1.49 / 7.8
met4: 0 / 0.559 / 0.44
met5: - / 0 / 0
==> cell families (layout without fill, tap and decap cells) <==
| group | count (synthesis) | count (layout) |
|---|---|---|
| AND/OR/NAND/NOR | 40 | 40 |
| adder cells (fa/ha/maj) | 26 | 26 |
| buffers and inverters | 20 | 49 |
| flip-flops | 16 | 16 |
| AND-OR/OR-AND | 15 | 15 |
| XOR/XNOR | 10 | 10 |
| multiplexers | 1 | 1 |
==> synthesized netlist by cell type <==
cell | instances | share of area [%]
sky130_fd_sc_hd__nor2b_1 | 5 | 2.5
sky130_fd_sc_hd__nand2_1 | 4 | 1.2
sky130_fd_sc_hd__nand3_1 | 4 | 1.6
sky130_fd_sc_hd__o21bai_1 | 1 | 0.60
sky130_fd_sc_hd__fa_1 | 2 | 3.2
sky130_fd_sc_hd__mux2_4 | 1 | 1.2
sky130_fd_sc_hd__o21a_1 | 4 | 2.4
sky130_fd_sc_hd__a21o_1 | 2 | 1.2
sky130_fd_sc_hd__xor2_1 | 7 | 4.9
sky130_fd_sc_hd__a21oi_2 | 1 | 0.70
sky130_fd_sc_hd__and3_1 | 5 | 2.5
sky130_fd_sc_hd__a21oi_1 | 3 | 1.2
sky130_fd_sc_hd__ha_1 | 24 | 24
sky130_fd_sc_hd__inv_1 | 20 | 6.0
sky130_fd_sc_hd__xnor2_2 | 1 | 1.3
sky130_fd_sc_hd__and2_1 | 14 | 7.0
sky130_fd_sc_hd__o2bb2ai_1 | 1 | 0.70
sky130_fd_sc_hd__nor2_1 | 5 | 1.5
sky130_fd_sc_hd__o32a_1 | 1 | 0.80
sky130_fd_sc_hd__nand3_2 | 1 | 0.80
sky130_fd_sc_hd__dfrtp_1 | 16 | 32
sky130_fd_sc_hd__nand4_1 | 2 | 0.99
sky130_fd_sc_hd__o21ai_1 | 2 | 0.80
sky130_fd_sc_hd__xnor2_1 | 2 | 1.4
==> stage by stage <==
stage	std cells	hold slack [ns]	total power (µW)	util [%]
2_1_floorplan	128	0.454	87.6	-
3_3_place_gp	228	0.490	101	27.0
3_5_place_dp	228	0.484	101	27.0
4_1_cts	232	0.504	153	28.0
5_1_grt	232	0.536	160	28.0
6_report	232	0.497	150	28.0
==> layout make-up <==
class	instances	area (µm²)	share of cell area, %
Tap cell	75	93.8	5.66
Sequential cell	16	400	24.2
Timing Repair Buffer	25	250	15.1
Clock buffer	4	55.1	3.32
Multi-Input combinational cell	92	782	47.2
Inverter	20	75.1	4.53
Power is estimated from default activity; no workload was simulated.
